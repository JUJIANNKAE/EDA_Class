<file path="design/flow/design.v">
module DisCnt (
    input  wire       iCLK_50,
    output wire [6:0] oHEX0_D
);
    wire       clk_1Hz;
    reg  [3:0] cnt;
    always @(posedge clk_1Hz) begin
        if (cnt < 9) begin
            cnt <= cnt + 1;
        end else begin
            cnt <= 0;
        end
    end
    fdiv fd0 (
        .iCLK_50(iCLK_50),
        .oLEDR  (clk_1Hz)
    );
    SEG7_LUT hex0 (
        .iDIG(cnt),
        .oSEG(oHEX0_D)
    );
endmodule
module SEG7_LUT (
    input  wire [3:0] iDIG,
    output reg  [6:0] oSEG
);
    always @(iDIG) begin
        case (iDIG)
            4'h1: oSEG = 7'b1111001;   
            4'h2: oSEG = 7'b0100100;   
            4'h3: oSEG = 7'b0110000;   
            4'h4: oSEG = 7'b0011001;   
            4'h5: oSEG = 7'b0010010;   
            4'h6: oSEG = 7'b0000010;   
            4'h7: oSEG = 7'b1111000;   
            4'h8: oSEG = 7'b0000000;   
            4'h9: oSEG = 7'b0011000;   
            4'ha: oSEG = 7'b0001000;
            4'hb: oSEG = 7'b0000011;
            4'hc: oSEG = 7'b1000110;
            4'hd: oSEG = 7'b0100001;
            4'he: oSEG = 7'b0000110;
            4'hf: oSEG = 7'b0001110;
            4'h0: oSEG = 7'b1000000;
        endcase
    end
endmodule
module fdiv (
    input  wire iCLK_50,
    output wire oLEDR
);
    reg clk_1Hz;
    reg [31:0] count;
    always @(posedge iCLK_50) begin
        if (count < 25000000) begin
            count <= count + 1;
        end else begin
            count   <= 1;
            clk_1Hz <= ~clk_1Hz;
        end
    end
    assign oLEDR = clk_1Hz;
endmodule
</file>
<file path="design/flow/run.sh">
#!/bin/bash
# OpenROAD 26Q1-2900-gdf79404cd8, Yosys 0.63+post, stock flow scripts
make -C /OpenROAD-flow-scripts/flow DESIGN_CONFIG=/design/flow/config.mk WORK_HOME=/design/flow/orfs finish
</file>
<file path="design/flow/config.mk">
export PLATFORM = sky130hd
export DESIGN_NAME = DisCnt
export DESIGN_NICKNAME = DisCnt
export VERILOG_FILES = /design/flow/design.v
export SDC_FILE = /design/flow/constraint.sdc
export NUM_CORES = 4
export LEC_CHECK = 1
export CORE_UTILIZATION = 40
</file>
<file path="design/flow/constraint.sdc">
current_design DisCnt

set clk_period 5.1
set clk_io_pct 0.2

create_clock -name clk0 -period $clk_period [get_ports {iCLK_50}]

set non_clock_inputs [all_inputs -no_clocks]
set_input_delay [expr $clk_period * $clk_io_pct] -clock clk0 $non_clock_inputs
set_output_delay [expr $clk_period * $clk_io_pct] -clock clk0 [all_outputs]
</file>
==> results.sh <==
# yosys + openroad results
export IMPL_seq_area_frac_synth=0.4461
export IMPL_cpPeakStageDelay_ns=0.41
export IMPL_crit_path_max_fanout=14
export IMPL_core_mm2=0.004755
export IMPL_pin_count=8
export IMPL_postRouteWirelength_mm=3.394
export IMPL_fp_dieH_um=72.66
export IMPL_die_w_um=72.66
export IMPL_drv_cap=0
export IMPL_yosys_register_bits=44
export IMPL_clk_pin_slew_worst_paths_ns=0.06
export IMPL_drv_slew=0
export IMPL_worst_pin_slew_ns=0.5270
export IMPL_cp_required_ns=5.14
export IMPL_postSynthCellCount=209
export IMPL_drcViolationCount=0
export IMPL_wl_per_cell_um=11.66
export IMPL_grt_pass1_vias=1333
export IMPL_cts_root_buf="clkbuf_8"
export IMPL_final_setup_worst_slack_ns=2.904
export IMPL_finalClockPeriodUsage=0.4306
export IMPL_ff_type="dfxtp_1"
export IMPL_chip_area_mm2=0.005279
export IMPL_tool_warnings=30
export IMPL_clkLatencyLatePin_ns=0.28
export IMPL_grt_overflow_total=0
export IMPL_clock_skew_ns=0.008694
export IMPL_cts_setup_buffers=0
export IMPL_dp_hpwl_mm=2.346
export IMPL_ant_nets=0
export IMPL_ys_chip_area_mm2=0.001997
export IMPL_ys_async_sr_fraction=0
export IMPL_dr_pass1_iters=4
export IMPL_pre_cts_ws_ns=2.904
export IMPL_yosys_stat_cells=209
export IMPL_period_minus_slack_ns=2.196
export IMPL_clockBufferDepth=2
export IMPL_untimed_endpoints=18
export IMPL_holdWs_ns=0.5068
export IMPL_track_usage=0.1427
export IMPL_num_vias=1480
export IMPL_critical_path_class="register to register"
export IMPL_fin_tns_setup_ns=0
export IMPL_syn2layout_area_growth_pct=11.97
export IMPL_grt_antenna_before_repair=0
export IMPL_critPathLaunchType="register"
export IMPL_stdcell_area_mm2=0.002236
export IMPL_gp_congestion=0.8739
export IMPL_placed_cell_area_mm2=0.002147
export IMPL_hold_buffers=0
export IMPL_cpLargestDelayFamily="AND-OR/OR-AND gates"
export IMPL_io_buffer_count=7
export IMPL_routed_via_density=5.086
export IMPL_regToRegSetupSlack_ns=2.90
export IMPL_layout_top_cells="dfxtp_1, nor3_1, inv_1, nand2_1, a211oi_1"
export IMPL_max_slew_margin=0.6471
export IMPL_cp_num_buf_inv=1
export IMPL_layout_drive_gt1_share=0.08482
export IMPL_rsz0062_at_grt="no"
export IMPL_final_common_cell="dfxtp_1"
export IMPL_htreeDepth=2
export IMPL_grt_pass1_wl_mm=5.954
export IMPL_fp_utilization=0.4200
export IMPL_fmax_ghz=0.4553
export IMPL_cp_arrival_ns=2.23
export IMPL_unclocked_regs=11
export IMPL_cts_tree="built"
export IMPL_crit_chain="or3_1 -> o311a_1 -> o2111a_1 -> buf_4 -> or2_2"
export IMPL_hp_class="register to register"
export IMPL_ir_drop_uv=187.6
export IMPL_crit_slowest_cell="o2111a_1"
export IMPL_post_cts_resized=0
export IMPL_finalHoldViolCount=0
export IMPL_synth_area_mm2=0.001997
export IMPL_p_per_area_mw_per_mm2=212.7
export IMPL_drt_iter0_drc=81
export IMPL_grt_max_degree=26
export IMPL_finalSetupViolations=0
export IMPL_cts_buffers=5
export IMPL_power_leakage_nw=0.7680
export IMPL_postSynthAreaPerCell_um2=9.555
export IMPL_endpoint_kind="register"
export IMPL_ys_types=49
export IMPL_rows=25
export IMPL_edf_count=1
export IMPL_status="completed"
export IMPL_yosysWarnings=3
export IMPL_num_antenna_cells=0
-- power breakdown --
group	switching (mW)	total [mW]	internal [mW]
sequential	0.00350	0.277	0.273
combinational	0.00160	0.00224	0.000646
clock	0.0899	0.197	0.107
-- cells in the mapped netlist (2+ instances only) --
master | number | area, um2
inv_1 | 14 | 52.55
or4_1 | 6 | 45.04
o21ai_0 | 6 | 30.03
xnor2_1 | 6 | 52.55
and3_1 | 2 | 12.51
nand2_1 | 14 | 52.55
nor2_1 | 3 | 11.26
and2_1 | 2 | 12.51
o31ai_1 | 5 | 37.54
clkbuf_1 | 4 | 15.01
nor4_1 | 2 | 12.51
a211oi_1 | 12 | 90.09
nor3_1 | 15 | 75.07
mux2i_1 | 5 | 50.05
xor2_1 | 7 | 61.31
buf_6 | 2 | 22.52
a21oi_1 | 3 | 15.01
ha_1 | 8 | 100.1
nand4_1 | 6 | 37.54
nand3_1 | 9 | 45.04
or4_4 | 2 | 22.52
dfxtp_1 | 43 | 860.8
or3_1 | 7 | 43.79
-- area by class of cell --
| class | instances | area (um2) |
|---|---|---|
| multi-input cells | 150 | 1035 |
| clock inverters | 1 | 6.256 |
| inverters | 14 | 52.55 |
| fillers | 471 | 2519 |
| well taps | 67 | 83.83 |
| flip-flops and latches | 44 | 890.9 |
| repair buffers | 9 | 85.08 |
| clock buffers | 6 | 82.58 |
-- worst paths after layout --
path,from,to,cells past startpoint
worst max-delay path,fd0.count[10],fd0.clk_1Hz,5
worst min-delay path,fd0.count[23],fd0.count[23],2
worst max register to register,fd0.count[10],fd0.clk_1Hz,5
worst min register to register,fd0.count[23],fd0.count[23],2
-- layer usage --
metal / global-route usage / wire [um]
met3: 0.02381 / 89
met1: 0.2200 / 1816
met5: 0 / 0
met4: 0.01961 / 34
met2: 0.2233 / 1453
-- metrics by stage --
stage	cells	power [mW]	util
finish	291	0.4755	0.4703
global placement	284	0.2848	0.4516
global route	291	0.4960	0.4703
CTS	291	0.4834	0.4703
detailed placement	284	0.2850	0.4516
floorplan	215	0.2829	-
-- flip-flops by register name (all words and copies together) (netlist names) --
name	count
cnt	4
fd0.clk_1Hz	1
fd0.count	32
oHEX0_D	7
-- worst register-to-register path, delay by kind of cell (launching register included) --
family / cells / cell delay (ns)
buffers and inverters: 1 / 0.27
flip-flops: 1 / 0.34
AND/OR/NAND/NOR: 2 / 0.65
AND-OR/OR-AND: 2 / 0.70
-- kinds of logic after synthesis --
group                      Yosys count  share of synthesized area
DFF                                 44                     0.4461
adders and majority gates            8                    0.05013
buffers and inverters               21                    0.04699
and+or+nand+nor                     77                     0.2231
other                                1                   0.001878
AOI/OAI and AO/OA                   39                     0.1441
xor gates and xnor gates            13                    0.05702
muxes                                6                    0.03070
No activity file was given, so power comes from the tool's default toggle rates.

[./constraint.sdc]
current_design song

set clk_period 1.0
set clk_io_pct 0.2

create_clock -name clk0 -period $clk_period [get_ports {clk50m}]

set non_clock_inputs [all_inputs -no_clocks]
set_input_delay [expr $clk_period * $clk_io_pct] -clock clk0 $non_clock_inputs
set_output_delay [expr $clk_period * $clk_io_pct] -clock clk0 [all_outputs]
[./run.sh]
#!/bin/bash
# OpenROAD 26Q1-2900-gdf79404cd8, Yosys 0.63+post, stock flow scripts
make -C /OpenROAD-flow-scripts/flow DESIGN_CONFIG=/design/flow/config.mk WORK_HOME=/design/flow/orfs finish
[./design.v]
module led7s (
    datain,
    ledout
);
    input [3:0] datain;
    output reg [6:0] ledout;
    always begin
        case (datain)
            0: ledout = 7'b1000000;
            1: ledout = 7'b1111001;
            2: ledout = 7'b0100100;
            3: ledout = 7'b0110000;
            4: ledout = 7'b0011001;
            5: ledout = 7'b0010010;
            6: ledout = 7'b0000010;
            7: ledout = 7'b1111000;
            default: ledout = 7'b1000000;
        endcase
    end
endmodule
module song (
    input  wire       clk50m,
    output reg        speaker,   
    output wire [6:0] hign_7s,   
    output wire [6:0] med_7s,    
    output wire [6:0] low_7s     
);
    reg clk_6mhz;   
    reg clk_4hz;   
    reg [13:0] divider, origin;
    reg       carry;
    reg [7:0] counter;
    reg [3:0] hign, med, low;
    reg [ 2:0] count8;
    reg [19:0] count20;
    always @(posedge clk50m) begin
        if (count8 == 7) begin
            count8   <= 0;
            clk_6mhz <= 1;
        end else begin
            count8   <= count8 + 1;
            clk_6mhz <= 0;
        end
    end
    always @(posedge clk_6mhz) begin
        if (count20 == 781250) begin
            clk_4hz <= ~clk_4hz;
            count20 <= 0;
        end else count20 <= count20 + 1;
    end
    always @(posedge clk_6mhz) begin
        if (divider == 16383) begin
            carry   <= 1;
            divider <= origin;
        end else begin
            divider <= divider + 1;
            carry   <= 0;
        end
    end
    always @(posedge carry) begin
        speaker <= ~speaker;
    end
    always @(posedge clk_4hz) begin
        case ({
            hign, med, low
        })
            'h001: origin <= 4915;
            'h002: origin <= 6168;
            'h003: origin <= 7281;
            'h004: origin <= 7792;
            'h005: origin <= 8730;
            'h006: origin <= 9565;
            'h007: origin <= 10310;
            'h010: origin <= 10647;
            'h020: origin <= 11272;
            'h030: origin <= 11831;
            'h040: origin <= 12094;
            'h050: origin <= 12556;
            'h060: origin <= 12974;
            'h070: origin <= 13346;
            'h100: origin <= 13516;
            'h200: origin <= 13829;
            'h300: origin <= 14109;
            'h400: origin <= 14235;
            'h500: origin <= 14470;
            'h600: origin <= 14678;
            'h700: origin <= 14864;
            'h000: origin <= 16383;
        endcase
    end
    always @(posedge clk_4hz) begin
        if (counter == 71) counter <= 0;   
        else counter <= counter + 1;
        case (counter)
            0: {hign, med, low} <= 'h010;   
            1: {hign, med, low} <= 'h010;
            2: {hign, med, low} <= 'h020;
            3: {hign, med, low} <= 'h020;
            4: {hign, med, low} <= 'h030;   
            5: {hign, med, low} <= 'h030;
            6: {hign, med, low} <= 'h010;
            7: {hign, med, low} <= 'h010;
            8:  {hign, med, low} <= 'h010;   
            9:  {hign, med, low} <= 'h010;
            10: {hign, med, low} <= 'h020;
            11: {hign, med, low} <= 'h020;
            12: {hign, med, low} <= 'h030;
            13: {hign, med, low} <= 'h030;
            14: {hign, med, low} <= 'h010;
            15: {hign, med, low} <= 'h010;
            16: {hign, med, low} <= 'h030;
            17: {hign, med, low} <= 'h030;
            18: {hign, med, low} <= 'h040;
            19: {hign, med, low} <= 'h040;
            20: {hign, med, low} <= 'h050;
            21: {hign, med, low} <= 'h050;
            22: {hign, med, low} <= 'h050;
            23: {hign, med, low} <= 'h050;
            24: {hign, med, low} <= 'h030;
            25: {hign, med, low} <= 'h030;
            26: {hign, med, low} <= 'h040;
            27: {hign, med, low} <= 'h040;
            28: {hign, med, low} <= 'h050;
            29: {hign, med, low} <= 'h050;
            30: {hign, med, low} <= 'h050;
            31: {hign, med, low} <= 'h050;
            32: {hign, med, low} <= 'h050;
            33: {hign, med, low} <= 'h060;
            34: {hign, med, low} <= 'h050;
            35: {hign, med, low} <= 'h040;
            36: {hign, med, low} <= 'h030;
            37: {hign, med, low} <= 'h030;
            38: {hign, med, low} <= 'h010;
            39: {hign, med, low} <= 'h010;
            40: {hign, med, low} <= 'h050;
            41: {hign, med, low} <= 'h060;
            42: {hign, med, low} <= 'h050;
            43: {hign, med, low} <= 'h040;
            44: {hign, med, low} <= 'h030;
            45: {hign, med, low} <= 'h030;
            46: {hign, med, low} <= 'h010;
            47: {hign, med, low} <= 'h010;
            48: {hign, med, low} <= 'h030;
            49: {hign, med, low} <= 'h030;
            50: {hign, med, low} <= 'h050;
            51: {hign, med, low} <= 'h050;
            52: {hign, med, low} <= 'h010;
            53: {hign, med, low} <= 'h010;
            54: {hign, med, low} <= 'h010;
            55: {hign, med, low} <= 'h010;
            56: {hign, med, low} <= 'h030;
            57: {hign, med, low} <= 'h030;
            58: {hign, med, low} <= 'h050;
            59: {hign, med, low} <= 'h050;
            60: {hign, med, low} <= 'h010;
            61: {hign, med, low} <= 'h010;
            62: {hign, med, low} <= 'h010;
            63: {hign, med, low} <= 'h010;
            64: {hign, med, low} <= 'h030;   
            65: {hign, med, low} <= 'h030;
            66: {hign, med, low} <= 'h050;
            67: {hign, med, low} <= 'h050;
            68: {hign, med, low} <= 'h010;
            69: {hign, med, low} <= 'h010;
            70: {hign, med, low} <= 'h010;
            71: {hign, med, low} <= 'h010;
            default: {hign, med, low} <= 'h000;
        endcase
    end
    led7s u1 (
        hign,
        hign_7s
    );   
    led7s u2 (
        med,
        med_7s
    );
    led7s u3 (
        low,
        low_7s
    );
endmodule
[./config.mk]
export PLATFORM = sky130hd
export DESIGN_NAME = song
export DESIGN_NICKNAME = song
export VERILOG_FILES = /design/flow/design.v
export SDC_FILE = /design/flow/constraint.sdc
export NUM_CORES = 4
export LEC_CHECK = 1
export CORE_UTILIZATION = 40
==> run_results.csv <==
group,metric,value,unit
routing,wl_per_cell,10.9,um
power_and_ir_drop,combPwrFrac,0.2,%
routing,via_per_inst,4.88,
die,io_pins,23,
power_and_ir_drop,swShare,15.9,%
synth,ys_cells,335,
power_and_ir_drop,p_sw,0.0789,mW
global_route,gr-total-overflow,0,
placement,pre_cts_ws,-0.00565,ns
routing,vias,2121,
synth,edf_count,15,
final_timing,timing.final.crit_share,92.1,%
placement,gp_congestion,0.809,
die,fp_util,41.4,%
flow_run,maxCapViolCount,0,
flow_run,log.warning_count,35,
synth,synth_seq_share,46.0,%
clocking,cts_buffers,3,
power_and_ir_drop,sequentialPowerShare,32.4,%
setup_path,critPathKind,"reg2reg",
power_and_ir_drop,vdd_ir_drop_max,271,uV
setup_path,required,1.11,ns
setup_path,critPathSlowestCell,"dfxtp_2",
final_timing,min_period,0.921,ns
run_status,outcome,"complete, no violations",
placement,dp_cells,432,
synth,synth_cell_type_count,45,
die,core.rowCount,32,
synth,synth_top_cell_by_area,"dfxtp_1",
synth,area_leaders,"dfxtp_1 (32%), edfxtp_1 (14%), ha_1 (6.7%)",
routing,antennaDiodeCount,0,
setup_path,worstPathCellList,"ha_2 -> ha_4 -> nor2b_1",
power_and_ir_drop,power_leakage,1.21,nW
final_timing,fin_skew,0.00265,ns
routing,drtIter0Drc,103,
setup_path,worstSetupStartpointType,"register",
setup_path,crit_path_end_kind,"register",
final_timing,unclocked_pins,62,
clocking,clkLatencyLatePin,0.21,ns
placement,dpl.hpwl,3550,um
finish,final_layout_top_logic_cells,"dfxtp_1 (50), nor2_1 (38), xnor2_1 (23), inv_1 (19)",
die,core_area,7730,sq um
global_route,grt_usage,12.4,%
finish,areaGrowthSynthToFinish,5.01,%
setup_path,slowest_delay,0.31,ns
finish,fill_cells,775,
routing,drc,0,
final_timing,rsz0062_at_grt,"no",
hold_path,hp-class,"reg2reg",
setup_path,cpLargestDelayFamily,"adder cells",
final_timing,slew_headroom,44.0,%
clocking,cts_tree,"built",
final_timing,hold_viol,0,
synth,ys.flop_type,"dfxtp_1",
final_timing,tightestPinTransition,0.834,ns
power_and_ir_drop,power.density,148,nW/um^2
synth,yosysWarnings,2,
die,fp.dieW,91.4,um
finish,layout_top_cell,"dfxtp_1",
synth,synthArstFlopShare,0,%
finish,finalInstanceArea,3360,sq um
routing,wl,4730,um
final_timing,setup-tns-final,0,ns
final_timing,fin_ws,0.0793,ns
final_timing,max_freq,1.09,GHz
synth,netlist_area,3200,sq um
global_route,grt_pass1_wl,8560,um
finish,finalNonFillerCells,435,
synth,synth_flops,66,
synth,yosysTopAreaCellShare,31.9,%
setup_path,crit_fanout,2,
clocking,cts-htree-levels,1,
clocking,hold_buffers,0,
placement,portBuffers,8,
finish,drive_above_1_share,3.60,%
routing,dr.pass1.iters,4,
synth,yosys_area,3200,sq um
setup_path,crit_arrival,1.03,ns
die,die_h,91.4,um
synth,synth_cells,335,
global_route,grt_pass1_vias,1920,
global_route,grt_start_max_net_pins,37,
synth,syn_area_per_cell,9.54,sq um
clocking,clk_pin_slew,0.03,ns
clocking,root_buffer,"clkbuf_8",
global_route,antenna_found_initial,0,
clocking,clockBufferDepth,2,
final_timing,unconstrained_endpoints,85,
clocking,cts_setup_buffers,0,
die,chipArea,8350,sq um
final_timing,slew_viol_final,0,
placement,post_dp_cell_area,3300,sq um
setup_path,cp_num_buf_inv,0,
final_timing,setup_viol,0,
power_and_ir_drop,intPower,0.417,mW
routing,ant_nets,0,
power_and_ir_drop,power_frac_clock,67.4,%
cells in the mapped netlist (all sizes together) (2+ instances only):
master,count
a21o,6
a21oi,18
a31oi,2
a41oi,2
and2,4
and3,4
and4,4
buf,16
clkbuf,10
conb,2
dfxtp,51
edfxtp,15
ha,17
inv,19
mux2i,4
nand2,18
nand2b,3
nand3,17
nand4,12
nor2,38
nor2b,6
nor3,9
nor4,8
o21ai,5
xnor2,23
xor2,7
per-layer routing:
metal | routed length [um] | track usage [%]
met1 | 2610 | 21.6
met2 | 2040 | 18.5
met3 | 76 | 0.510
met4 | 0 | 0.661
met5 | 0 | 0
timing repair:
item | in CTS | in global routing
pin swaps | 0 | 0
endpoints found under the setup margin | 1 | 1
resized | 1 | 2
metrics by stage:
stage / hold slack [ns] / utilization (%) / total power [mW]
6_report: 0.400 / 43.4 / 0.496
5_1_grt: 0.412 / 43.4 / 0.523
4_1_cts: 0.420 / 43.2 / 0.502
3_5_place_dp: 0.423 / 42.7 / 0.164
3_3_place_gp: 0.407 / 42.7 / 0.165
2_1_floorplan: 0.399 / - / 0.202
flip-flops by register name (all words and copies together) (netlist names):
| name | count |
|---|---|
| clk_4hz | 1 |
| carry | 1 |
| origin | 14 |
| med | 3 |
| counter | 8 |
| count8 | 3 |
| count20 | 20 |
| clk_6mhz | 1 |
| divider | 14 |
| speaker | 1 |
layout make-up:
cell class / count / area (sq um) / share of cell area (%)
tap: 102 / 128 / 3.80
multi-input combinational: 236 / 1560 / 46.3
timing repair buffer: 9 / 87.6 / 2.61
sequential: 66 / 1470 / 43.9
clock buffer: 3 / 41.3 / 1.23
inverter: 19 / 71.3 / 2.13
power by group through the flow:
stage / clock, mW / sequential (mW) / combinational [mW]
CTS: 0.340 / 0.161 / 0.00145
global route: 0.359 / 0.161 / 0.00425
finish: 0.334 / 0.161 / 0.000973
cell families after synthesis:
group	share of synthesized area, %
mux	1.61
xor+xnor	8.22
simple gates	21.4
compound gates	8.69
buf+inv	7.17
flops	46.0
other cells	0.235
fa+ha+maj	6.66
worst paths after layout:
kind                  start        end  slack [ns]  cells past startpoint
hold / removal    count8[0]  count8[0]        0.40                      1
hold reg to reg   count8[0]  count8[0]        0.40                      1
setup / recovery  count8[0]  count8[2]        0.08                      3
setup reg to reg  count8[0]  count8[2]        0.08                      3
Power and IR drop assume default switching activity.
